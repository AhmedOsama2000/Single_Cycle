--- /design/flow/config.mk ---
export PLATFORM = sky130hd
export DESIGN_NAME = SET_UNIT
export DESIGN_NICKNAME = SET_UNIT
export VERILOG_FILES = /design/flow/design.v
export SDC_FILE = /design/flow/constraint.sdc
export NUM_CORES = 4
export LEC_CHECK = 1
export CORE_AREA = 10 10 94 94
export DIE_AREA = 0 0 104 104
--- /design/flow/constraint.sdc ---
current_design SET_UNIT

set clk_period 5.8
set clk_io_pct 0.2

create_clock -name clk0 -period $clk_period

set non_clock_inputs [all_inputs -no_clocks]
set_input_delay [expr $clk_period * $clk_io_pct] -clock clk0 $non_clock_inputs
set_output_delay [expr $clk_period * $clk_io_pct] -clock clk0 [all_outputs]
--- /design/flow/design.v ---
module FA (
	input  wire A0,
	input  wire B0,
	input  wire C0,
	input  wire En,
	output wire S0
);
	assign S0 = (En)? (A0 ^ B0 ^ C0):1'b0;
endmodule
module SET_UNIT #(
	parameter XLEN = 32
) 
(
	input  wire [XLEN-1:0] Rs1,
	input  wire [XLEN-1:0] Rs2,
	input  wire  		   Funct3_0,
	input  wire 		   En,
	output reg  [XLEN-1:0] Result 
);
localparam SLT  = 1'b0;
localparam SLTU = 1'b1;
wire [XLEN-1:0] Sub_Res;
CLA_SUB subtractor (
	.Rs1(Rs1),
	.Rs2(Rs2),
	.En(En),
	.Result(Sub_Res)
);
always @(*) begin
	Result = 'b0;
	if (En && Funct3_0 == SLTU) begin
		if (Rs1 < Rs2) begin
			Result[0] = 1'b1;
		end
		else begin
			Result[0] = 1'b0;
		end
	end
	else if (En && Funct3_0 == SLT) begin
		if (Rs1[XLEN-1] == Rs2[XLEN-1]) begin
			Result[0] = Sub_Res[XLEN-1];
		end
		else begin
			Result[0] = Rs1[XLEN-1];
		end
	end
	else begin
		Result = 'b0;
	end
end
endmodule
module CLA_SUB
#(
  	parameter XLEN = 32
)
(
	input  wire [XLEN-1:0] Rs1,
	input  wire [XLEN-1:0] Rs2,
	input  wire            En,
	output wire [XLEN-1:0] Result
);
wire [XLEN:0]   Carry;
wire [XLEN-1:0] G;
wire [XLEN-1:0] Pg;
wire [XLEN-1:0] Sum;
wire [XLEN-1:0] passed_rs2; 
assign passed_rs2 = (En)? ~Rs2:Rs2;
genvar full_adder_gen;
generate
	for (full_adder_gen = 0; full_adder_gen < XLEN;full_adder_gen = full_adder_gen + 1) begin
		FA full_adder_insts ( 
			.A0(Rs1[full_adder_gen]),
			.B0(passed_rs2[full_adder_gen]),
			.C0(Carry[full_adder_gen]),
			.En(En),
			.S0(Sum[full_adder_gen])
		);
	end
endgenerate
genvar             gen_c;
generate
	for (gen_c = 0; gen_c < XLEN; gen_c = gen_c + 1) begin
	    assign G[gen_c]  			= Rs1[gen_c] & passed_rs2[gen_c] & En;
	    assign Pg[gen_c]  		= (Rs1[gen_c] | passed_rs2[gen_c]) & En;
	    assign Carry[gen_c+1] = (G[gen_c] | (Pg[gen_c] & Carry[gen_c])) & En;
	 end
endgenerate
  assign Carry[0] = 1'b1;
  assign Result = Sum;
endmodule
--- /design/flow/run.sh ---
#!/bin/bash
# OpenROAD 26Q1-2900-gdf79404cd8, Yosys 0.63+post, stock flow scripts
make -C /OpenROAD-flow-scripts/flow DESIGN_CONFIG=/design/flow/config.mk WORK_HOME=/design/flow/orfs finish
==> summary.txt <==
Flow results are below.

- The flow ran to the end, and the final reports show no timing, DRC or antenna violations.
- In the synthesis report, Yosys lists the chip area as 1530 um2.
- Gates resized during post-CTS repair numbered 0.
- The cts-stage hold buffer count is 0, for reference.
- After synthesis, the cell types taking the most area are ha_1, buf_4, inv_1.
- The startpoint identified for the worst hold timing path is Rs1[31].
- The tally of OpenROAD warnings is 32, for reference.
- The mapped netlist covers 1530 um2.
- In this run the remaining antenna-violating nets after routing total 0.
- Synthesis produced 212 cells.
- The final hold violation count is 0, for reference.
- The data arrival time reported for the critical path is 3850 ps.
- The data required time reported for the critical path is 4640 ps.
- The worst hold-check path type is in -> out, for reference.
- Setup repair after global routing left no endpoint under its margin.
- The most numerous cell in the Yosys netlist is inv_1, for reference.
- In the global route stage, overall resource usage came out at 0.0814.
- The power density normalized to cell area is 63.0 nW/um2, for reference.
- The initial antenna violation count was 0.
- The maximum number of pins on one net before global-route repair is 6, for reference.
- The initialized floorplan defines 30 standard-cell rows.
- Yosys reports that the most numerous cell types are inv_1, buf_4, ha_1.
- The number of violations of the max-capacitance limit is 0, for reference.
- The post-route minimum period is 5010 ps, for reference.
- The remaining global-route overflow is 0, for reference.
- The placement report lists the number of port buffers as 67.
- Counting the warning lines in the Yosys log gives 1.
- The number of global-route vias before repair came to 1,740.
- The routed via count is 1,558, for reference.
- The share of synthesized area in the top cell type comes to 0.254.
- The start point of the critical path is Rs2[17], for reference.
- The wire length of the first global-routing pass is 7.67 mm, for reference.
- The number of different library cells in the post-synthesis netlist is 44, for reference.
- The number of sequential cells is 0, for reference.
- A synthesized cell averages 7.21 um2.
- The routability congestion estimate is 0.810, for reference.
- Wires add up to 4.52 mm.
- The synthesized netlist was found by Yosys to have 212 cells.
- The I/O pin count is 98, for reference.
- Per the OpenROAD floorplan log, the area of the core is 6830 um2.
- Pins over their slew limit in the final report were tallied at 0.
- Note, the detailed placer reported a final HPWL of 4.27 mm.
- The final routed DRC violation total is 0, for reference.
- STA classifies the critical path endpoint as an output pin.
- Along the worst path, the maximum fanout reaches 2.
- The kind of start point of the critical path is an input port, for reference.
- The analysis reports a worst IR drop on VDD of 0.0000118 V.
- The die is 104 um tall.
- The static leakage is 0.00110 uW, for reference.
- The via density per instance is 4.17, for reference.
- The post-CTS setup buffer count is 0, for reference.
- The first detailed-routing pass took 4 iterations.
- Antenna repair during routing inserted a diode count of 0.
- The chip occupies 10,800 um2.
- The utilization after layout is 0.322, for reference.
- The most area-hungry cell type in the Yosys netlist is ha_1, for reference.
- Measured along the x axis, the die boundary spans 104 um.
- The share of the cycle needed by the critical path after routing is 0.865, for reference.
- The highest attainable clock frequency is 199 MHz, for reference.
- Per the layout area report, the register area comes to 0 um2.
- The number of design-rule violations left by the first detailed-router iteration is 43, for reference.
- The sum of negative setup slack is 0 ps, for reference.
- The sequential area share after synthesis is 0, for reference.
- The detail-routed net length per standard cell is 12.1 um, for reference.
- The layout overhead on the synthesized area is 43.9%, for reference.
- The last timing report of the flow puts the setup violation total at 0.
- The type of the worst setup path is in -> out, for reference.
- Per the final layout report, the fraction of cells sized above drive strength 1 comes to 0.0180.
- The count of clock-net buffers in the final layout is 0, for reference.
- The floorplan core density is 0.224, for reference.
==> worst max-delay path: stages <==
cell	delay (ps)
clkdlybuf4s50_1	480
inv_1	60
ha_1	280
a21o_1	180
a21o_1	170
a211o_1	280
o211ai_1	90
a21oi_1	100
a2111oi_0	330
o21ai_0	150
nand4_1	90
clkdlybuf4s50_1	490
==> metrics by stage <==
step	cell area (um2)	setup WS (ps)	hold WS, ps	instances	total power, uW
CTS	2200	738	3450	374	141
finish	2200	785	3420	374	139
floorplan	1640	1920	2440	242	83.0
detailed placement	2200	757	3440	374	140
global placement	2200	763	3430	374	139
global route	2200	514	3470	374	159
==> layer usage <==
metal	share of wire	vias up	track usage
met5	0	-	0
met4	0	0	0
met3	0.032	0	0.00940
met2	0.48	48	0.146
met1	0.48	662	0.107
li1	-	848	-
==> path summary, 6_finish.rpt <==
| path | to | slack (ps) | cells past startpoint |
|---|---|---|---|
| worst max-delay path | Result[0] | 790 | 12 |
| worst min-delay path | Result[0] | 3420 | 4 |
==> power breakdown <==
group	leakage, uW	total (uW)	switching [uW]	internal, uW
sequential	0	0	0	0
clock	0	0	0	0
combinational	0.00110	139	57.4	81.1
==> area by class of cell <==
| cell class | count | area (um2) |
|---|---|---|
| fill | 747 | 4630 |
| inverter | 40 | 150 |
| multi-input combinational | 171 | 1260 |
| tap | 96 | 120 |
| timing repair buffer | 67 | 671 |
==> cell usage in the layout, fill, tap and decap left out, drive strengths merged, types with 2 or more instances in the layout <==
master	instances
clkdlybuf4s50	67
inv	40
ha	31
conb	31
a21o	11
o21ai	8
nand4	7
nor2	7
nand2b	6
a21oi	6
o22ai	6
maj3	6
nor2b	5
o21a	4
nand2	4
o221ai	4
a211oi	4
nand3	2
o211ai	2
a22o	2
and3	2
a22oi	2
a221oi	2
a2111oi	2
==> cells by family (layout without fill, tap and decap cells) <==
| family | Yosys count | count (layout) | synth area share |
|---|---|---|---|
| xor+xnor | 1 | 1 | 0.00573 |
| compound gates | 62 | 62 | 0.298 |
| other cells | 1 | 31 | 0.00245 |
| fa+ha+maj | 37 | 37 | 0.296 |
| simple gates | 40 | 40 | 0.147 |
| buf+inv | 71 | 107 | 0.251 |
No activity file was given, so power comes from the tool's default toggle rates.
