--- ./design.v ---
module RegFile #(
	parameter XLEN = 32
)
(
	input  wire 	       rst_n,
	input  wire 	       CLK,
	input  wire            Reg_Wr,
	input  wire [4:0] 	   Rs1_rd,
	input  wire [4:0] 	   Rs2_rd,
	input  wire [4:0]      Rd_Wr,
	input  wire [XLEN-1:0] Rd_In,
	output reg [XLEN-1:0]  Rs1_Out,
	output reg [XLEN-1:0]  Rs2_Out
);
integer i = 0;
reg [XLEN-1:0] X [0:31];
always @(posedge CLK,negedge rst_n) begin
	if (!rst_n) begin
		for (i = 0;i < XLEN;i = i + 1) begin
			X[i] <= 'b0;
		end
	end
	else if (Reg_Wr && Rd_Wr != 5'b00000) begin
		X[Rd_Wr] <= Rd_In;
	end
end
always @(*) begin
	Rs1_Out = X[Rs1_rd];
	Rs2_Out = X[Rs2_rd];
end
endmodule
--- ./run.sh ---
#!/bin/bash
# OpenROAD 26Q1-2900-gdf79404cd8, Yosys 0.63+post, stock flow scripts
make -C /OpenROAD-flow-scripts/flow DESIGN_CONFIG=/design/flow/config.mk WORK_HOME=/design/flow/orfs finish
--- ./config.mk ---
export PLATFORM = sky130hd
export DESIGN_NAME = RegFile
export DESIGN_NICKNAME = RegFile
export VERILOG_FILES = /design/flow/design.v
export SDC_FILE = /design/flow/constraint.sdc
export NUM_CORES = 4
export LEC_CHECK = 1
export CORE_UTILIZATION = 40
--- ./constraint.sdc ---
current_design RegFile

set clk_period 8.7
set clk_io_pct 0.2

create_clock -name clk0 -period $clk_period [get_ports {CLK}]

set non_clock_inputs [all_inputs -no_clocks]
set_input_delay [expr $clk_period * $clk_io_pct] -clock clk0 $non_clock_inputs
set_output_delay [expr $clk_period * $clk_io_pct] -clock clk0 [all_outputs]
==> Slide: Implementation Results <==
Physical Implementation Snapshot

Status
  – Outcome: finished, final reports clean

Floorplan
  – Core footprint: 0.128 mm2
  – Vert. Die Dim: 361 um
  – Die area: 0.131 mm2
  – # IOs: 114
  – FP Util: between 40% and 50%
  – Die X: 361 um
  – Placement Rows: 131

Route
  – DR pass1 iterations: 10
  – Wire per inst: 46.1 um
  – Number of vias per cell: 7.38
  – Post-route ant nets: 0
  – Total routed wirelength: roughly 290000 um
  – Initial DRC count: slightly below 6000
  – Via count: 46000
  – Final routed DRC violation total: 0

Placement
  – Placed insts: 6005
  – Gp weighted congestion: 1.11
  – I/O Buffers: 113
  – Final HPWL DP: 183000 um

Pwr
  – Combinational Power Share: 14.6%
  – Sw power: 4240 uW
  – Internal power: 10000 uW
  – Static leakage: 0.0259 uW
  – Peak supply drop: 0.000163 V
  – PwrDens: 238 mW/mm2
  – Clk network pwr share: 38.7%
  – Sequential share of power: 46.6%
  – Sw frac: 29.7%

Worst setup path
  – Cells along the critical path: buf_2 -> or3b_1 -> nor2_4 -> buf_4 -> a22o_1 -> a2111oi_0 -> buf_4 -> nand4b_1 -> o22a_1 -> clkdlybuf4s50_1
  – Reg2Reg Setup Slack: 7730 ps
  – Critical Path Start Type: primary input
  – Buf/Inv on CP: 4
  – Reg2reg end: X[19][1]
  – CP max FO: 28
  – CP peak stage delay: 1020 ps
  – Cell mode on critical path: buf_4
  – Critical path data required time: 6960 ps
  – WS Path Type: in2out
  – Crit. End Element: primary output
  – Reg-to-reg startpoint: X[19][1]
  – R2R depth: 1
  – Largest delay share family, worst path: buffers and inverters
  – Worst EP arrival: 6000 ps
  – CP max-delay cell: or3b_1
  – Worst setup path start: Rs1_rd[2]

Final timing
  – Setup_tns: 0 ps
  – RSZ-0062 raised after global routing: no
  – FMAX: 129 MHz
  – Final setup fails: 0
  – Crit share post-route: 89.0%
  – Fin. Hold Viols: 0
  – Clock Skew: 0 ps
  – Worst slew pin tran: roughly 1200 ps
  – Slew HR: a little under a fifth
  – Pins Over Slew Limit: 0
  – Clock period minus worst slack: ~7700 ps

Logic synthesis
  – Syn Inst Count: between 4000 and 5000
  – Synthesized cell area: 0.0517 mm2
  – Post-synth EDFFs: 0
  – Yosys Chip Area: 0.0517 mm2
  – Synthesized registers: approximately 1000
  – Main flop type: dfrtp_1
  – Yosys warning total: 2
  – Yosys Instances: 4389
  – Synth cell types: about 70
  – Async S/R FF share, synth: 100%
  – Sequential fraction of the synthesis area: 49.6%
  – Mean Syn Cell Area: ~12 um2

Clock network
  – Post-cts resize count: 0
  – CTS sink count: 1024
  – Clock latency on the worst-skew pair: around 790 ps
  – CTS tree: yes
  – CTS clock-pin slew for the worst setup and hold paths: 60 ps
  – Post-CTS Setup Inserts: 0
  – H-tree levels: 3
  – TritonCTS Buffers: 116
  – Root Buffer: clkbuf_16
  – Clk buf depth: 3
  – Hold buffer count at cts: 0

Layout
  – Max FFs per register: 1024
  – Layout area overhead: 16.1%
  – Share of cells above drive strength 1: 35.7%
  – Non-Filler Instances: 6235
  – Largest register by flop count: X
  – Largest regs: X (1024)

Global route
  – Vias in the first global route: 44800
  – Gr ovfl total: 0
  – First-pass GRT wire length: 389000 um
  – Initial antenna violation count: 19
  – Largest net degree at the start of global routing: around 130
  – GR Util All Layers: 45.7%

Hold path
  – Hold EP: X[0][26]
  – HP Start: X[0][26]
  – Hold path depth: 0
  – HP Class: reg2reg

Job
  – Max-cap check violation count: 0
  – Tally of OpenROAD warnings: around 46
-- layout by cell type (no fill, tap or decap), drive strengths merged, types with 10 or more instances in the layout --
master            n
and3             11
nand3            45
a32oi            27
nand2           196
mux2           1017
nor4             22
nand4            92
o22ai            20
nor2b            17
and2             10
bufinv           22
mux2i            61
nor3             79
o211ai           10
a221oi           28
inv              11
a2111oi          10
a22o             55
o32a             10
diode            15
clkdlybuf4s50   102
dfrtp          1024
buf             303
clkbuf          149
a22oi           700
a21oi            75
nor2            192
a222oi           26
nand2b           17
a31oi            29
o21ai            35
clkinv           30
and4             11
-- cell usage after synthesis, types with 6 or more instances --
| cell type | number | share of area, % |
|---|---|---|
| and2_1 | 9 | 0.11 |
| a21oi_1 | 75 | 0.73 |
| nand3_1 | 45 | 0.44 |
| nor3_1 | 75 | 0.73 |
| o32a_1 | 10 | 0.19 |
| nor2_2 | 25 | 0.30 |
| or3_1 | 9 | 0.11 |
| o21ai_0 | 34 | 0.33 |
| buf_2 | 184 | 1.8 |
| buf_1 | 45 | 0.33 |
| buf_4 | 17 | 0.25 |
| and4_1 | 11 | 0.19 |
| a221oi_1 | 28 | 0.47 |
| a32oi_1 | 27 | 0.46 |
| mux2i_1 | 61 | 1.2 |
| clkbuf_1 | 202 | 1.5 |
| a2111oi_0 | 9 | 0.15 |
| dfrtp_1 | 1024 | 50 |
| nor4_1 | 21 | 0.25 |
| mux2_2 | 1009 | 22 |
| a222oi_1 | 26 | 0.50 |
| o2111ai_1 | 7 | 0.12 |
| nand2_1 | 195 | 1.4 |
| a31oi_1 | 29 | 0.35 |
| and3_1 | 11 | 0.13 |
| o22ai_1 | 20 | 0.24 |
| a211oi_1 | 7 | 0.10 |
| a22o_1 | 55 | 0.93 |
| nand4_1 | 92 | 1.1 |
| mux2_1 | 8 | 0.17 |
| a221o_1 | 6 | 0.12 |
| nor2b_1 | 17 | 0.21 |
| nand3b_1 | 9 | 0.13 |
| o2bb2ai_1 | 6 | 0.10 |
| nor2_1 | 165 | 1.2 |
| o211ai_1 | 10 | 0.15 |
| nand2b_1 | 17 | 0.21 |
| o22a_1 | 9 | 0.15 |
| a22oi_1 | 700 | 10 |
-- stage by stage --
step	area [um2]	power [uW]	util (%)	hold WS [ps]	setup WS [ps]
6_report	60000	14300	46.9	404	956
4_1_cts	60000	14200	46.9	405	1290
2_1_floorplan	51700	7470	-	451	3770
5_1_grt	60000	14600	46.9	419	1060
3_3_place_gp	55700	8650	43.6	392	1300
3_5_place_dp	55700	8680	43.6	391	1300
-- cells by family after synthesis --
| family | after synthesis | synth area share [%] |
|---|---|---|
| AND/OR/NAND/NOR | 736 | 7.12 |
| AND-OR/OR-AND | 1090 | 15.8 |
| flip-flops | 1024 | 49.6 |
| buffers and inverters | 456 | 3.93 |
| multiplexers | 1083 | 23.6 |
-- layout make-up --
cell class                      count  area (um2)
Timing Repair Buffer              405        3430
Tap cell                         1662        2080
Multi-Input combinational cell   2909       24500
Antenna cell                       15        37.5
Fill cell                       11500       67800
Sequential cell                  1024       25600
Clock inverter                     66        1030
Inverter                            5        18.8
Clock buffer                      149        3250
-- routing by layer --
metal,wire length (um),GRT usage [%],vias to the layer above,part of all wire (%)
met5,710,2.89,-,0.25
met3,50700,30.0,1481,18
met2,112000,58.7,4367,39
met4,23600,26.7,47,8.2
met1,101000,57.5,23100,35
li1,-,-,17100,-
-- power by group through the flow --
stage | logic, uW | clock network (uW) | registers [uW]
after CTS | 2030 | 5560 | 6580
after global routing | 2180 | 5730 | 6710
final | 2090 | 5520 | 6650
-- worst max path at each step --
stage                         end  slack, ps  cells after the start
after CTS             Rs1_Out[27]       1290                     10
final                 Rs1_Out[27]        960                     10
after global routing  Rs1_Out[27]       1060                     10
Power and IR drop assume default switching activity.
