### flow/config.mk
export PLATFORM = sky130hd
export DESIGN_NAME = CLA_ADD_SUB
export DESIGN_NICKNAME = CLA_ADD_SUB
export VERILOG_FILES = /design/flow/design.v
export SDC_FILE = /design/flow/constraint.sdc
export NUM_CORES = 4
export LEC_CHECK = 1
export CORE_UTILIZATION = 40
### flow/constraint.sdc
current_design CLA_ADD_SUB

set clk_period 15.0
set clk_io_pct 0.2

create_clock -name clk0 -period $clk_period

set non_clock_inputs [all_inputs -no_clocks]
set_input_delay [expr $clk_period * $clk_io_pct] -clock clk0 $non_clock_inputs
set_output_delay [expr $clk_period * $clk_io_pct] -clock clk0 [all_outputs]
### flow/design.v
module CLA_ADD_SUB
#(
  	parameter XLEN = 32
)
(
	input  wire [XLEN-1:0] Rs1,
	input  wire [XLEN-1:0] Rs2,
	input  wire            En,
	input  wire            Sub,
	output wire [XLEN-1:0] Result,
	output wire            overflow
);
wire [XLEN:0]   Carry;
wire [XLEN-1:0] G;
wire [XLEN-1:0] Pg;
wire [XLEN-1:0] Sum;
wire [XLEN-1:0] passed_rs2; 
assign passed_rs2 = (Sub && En)? ~Rs2:Rs2;
genvar full_adder_gen;
generate
	for (full_adder_gen = 0; full_adder_gen < XLEN;full_adder_gen = full_adder_gen + 1) begin
		FA full_adder_insts ( 
			.A0(Rs1[full_adder_gen]),
			.B0(passed_rs2[full_adder_gen]),
			.C0(Carry[full_adder_gen]),
			.En(En),
			.S0(Sum[full_adder_gen])
		);
	end
endgenerate
genvar             gen_c;
generate
	for (gen_c = 0; gen_c < XLEN; gen_c = gen_c + 1) begin
	    assign G[gen_c]  			= Rs1[gen_c] & passed_rs2[gen_c] & En;
	    assign Pg[gen_c]  		= (Rs1[gen_c] | passed_rs2[gen_c]) & En;
	    assign Carry[gen_c+1] = (G[gen_c] | (Pg[gen_c] & Carry[gen_c])) & En;
	 end
endgenerate
  assign Carry[0] = Sub;
  assign {overflow,Result} = {Carry[XLEN] ^ Carry[XLEN-1],Sum};
endmodule
module FA (
	input  wire A0,
	input  wire B0,
	input  wire C0,
	input  wire En,
	output wire S0
);
	assign S0 = (En)? (A0 ^ B0 ^ C0):1'b0;
endmodule
### flow/run.sh
#!/bin/bash
# OpenROAD 26Q1-2900-gdf79404cd8, Yosys 0.63+post, stock flow scripts
make -C /OpenROAD-flow-scripts/flow DESIGN_CONFIG=/design/flow/config.mk WORK_HOME=/design/flow/orfs finish
==> impl_metrics.toml <==
# implementation run metrics
[outcome]
status = "complete, no violations"

[sta]
worst_slew_margin_rel = 0.673
finalSetupViolCount = 0
actual_slew_at_the_worst_max_slew_pin_ns = 0.487
hold_viol_final = 0
finalSetupTns_ns = 0
clock_period_minus_worst_slack_ns = 10.32
hold_ws_ns = 7.09
maxSlewViolCount = 0
max_freq_mhz = 96.9
setup_repair_after_global_routing_missed_its_margin = "false"
min_period_over_period = 0.688
fin_ws_ns = 4.68

[place]
portBuffers = 99
routabilityCongestion = 0.910
dp_hpwl_um = 4630
pre_cts_ws_ns = 4.66
placement.cell_area_um2 = 3510

[final_layout]
most-common-layout-cells = "clkdlybuf4s50_1, inv_1, ha_1, nor2_1, xnor2_1"
regArea_um2 = 0
commonest_non_fill_non_tap_cell_in_the_layout = "clkdlybuf4s50_1"
layout-drive-gt1-share = 0.0204
multiInputGateArea_um2 = 2110
clockBufferCount = 0
seq_cell_count = 0
synthToLayoutAreaGrowth_pct = 31.4
fill_cells = 584
final_area_um2 = 3510

[power_and_ir_drop]
power.density_nw_per_um2 = 43.6
power.share.combinational = 1.000
sequentialPowerShare = 0
cell_internal_pwr_mw = 0.0893
leakagePower_nw = 1.76
vdd.ir_drop.worst_mv = 0.0215
power.share.clock = 0
finalPower_mw = 0.153
power.share.switching = 0.417
switching_power_mw = 0.0638

[cts]
post_cts.resized_instances = 0
holdBufCountCts = 0
post_cts.repair.setup_buffers = 0

[critical_path]
crit_fanout = 18
cp_slowest_stage_delay_ns = 0.62
arrival_time_worst_endpoint_ns = 7.32
cpMaxStageDelayCell = "clkdlybuf4s50_1"
timing_worst_setup_path_type = "input port to primary output"
worst_path_most_repeated_cell = "clkdlybuf4s50_1"
worstSetupStartpointType = "input port"
worstPathCellList = "clkdlybuf4s50_1 > nand2_2 > buf_4 > xnor2_1 > ha_1 > nor4_1 > nand4b_1 > nand3b_1 > nand4_2 > a31oi_1 > or3_4 > a311o_1 > mux2i_1 > clkdlybuf4s50_1"
cp.required_ns = 12.00
critical_path.endpoint_type = "primary output"

[synthesis]
synth.largest_area_cell = "ha_1"
netlist_top_cells_area = "ha_1, xnor2_1, inv_1, buf_4, nor2_1"
mappedNetlistArea_um2 = 2670
syn-instance-count = 380
synth-cells-yosys = 380
yosys-stat-area_um2 = 2670
synth_cell_types = 40
ys_seq_share = 0
synth_top_area_share = 0.300
ys_warn_count = 0
mean_post_synth_cell_area_um2 = 7.03

[global_route]
grt_pass1_wl_um = 9230
grt_start_max_net_pins = 19
initial_antenna_violation_count = 0
grt_pass1_vias = 2142
track_usage = 0.155
grt_ovf = 0

[routing]
remaining_drc_errors = 0
detail_route.iter0.violations = 48
num_antenna_cells = 0
route.final.wire_length_um = 5330
wl_per_cell_um = 10.3
vias_per_cell = 4.51
num_vias = 2341
final_ant_viol_nets = 0
dr.pass1.iters = 4

[die]
design.portCount = 99
chip_area_um2 = 7010
floorplan.core_util = 0.418
die_h_um = 83.7
num_rows = 29
core_region_area_um2 = 6390
fp.dieW_um = 83.7

[hold_path]
launch_point_of_the_worst_hold_path = "Sub"
holdPathEnd = "Result[0]"
worstHoldPathCells = 4
hold_class = "input port to primary output"

[flow_run]
warnings = 64
maxCapViolations = 0
## synth_stat cells, drive strengths merged, types with 2 or more instances
cell type and number:
inv 79, nor2 43, a21o 2, and2 2, nand2 7, clkbuf 4
nand3 3, nor4 2, ha 64, mux2i 3, nor4b 2, a21oi 13
xnor2 41, nand3b 3, o21bai 6, o31ai 3, nor3 9, or3 5
o21ai 4, nor2b 7, nand2b 5, a31oi 6, buf 35, xor2 16
nor3b 6
## power groups by stage
stage,clock [mW],combinational [mW],sequential (mW)
4_1_cts,0,0.155,0
5_1_grt,0,0.173,0
6_report,0,0.153,0
## final cells by class
class | count | area share
multi-input cells | 262 | 0.601
well taps | 77 | 0.0275
inverters | 79 | 0.0845
repair buffers | 101 | 0.287
## routing by layer
layer,vias up,global-route usage,wire [um]
met4,0,0,0
li1,1286,-,-
met1,994,0.245,2820
met5,-,0,0
met2,61,0.245,2220
met3,0,0.0131,293
## worst max-delay path by stage
stage     slack [ns]  cells past startpoint  startpoint          to
4_1_cts         4.65                     14          En  Result[31]
5_1_grt         4.27                     15          En    overflow
6_report        4.68                     14          En  Result[31]
## per-stage QoR
step / instances / util
floorplan: 380 / -
global placement: 519 / 0.549
detailed placement: 519 / 0.549
CTS: 519 / 0.549
global route: 519 / 0.549
finish: 519 / 0.549
## worst max-delay path: cells and delay by family
family                     cells  cell delay [ns]
xor gates and xnor gates       1             0.17
AOI/OAI and AO/OA              2             0.48
adders and majority gates      1             0.26
and+or+nand+nor                6             1.80
muxes                          1             0.16
buffers and inverters          3             1.45
## logic make-up after synthesis
kind of cell	count (synthesis)	share of synthesized area
XOR/XNOR	57	0.187
AND-OR/OR-AND	39	0.0951
multiplexers	3	0.0112
adder cells (fa/ha/maj)	64	0.300
AND/OR/NAND/NOR	99	0.196
buffers and inverters	118	0.211
Power figures rest on the tool's default switching activity, not on a simulated workload.
